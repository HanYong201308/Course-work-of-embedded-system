==> design/flow/design.v <==
`timescale 1ns / 1ps
module clocknew(ab,db_in,db_out,segment,aen,iow_n,ior_n,
				iocs16_n,timer,oe_n,but1,but2,but3,clk,tx_data,rx,irq7,irq11);
	input [9:0] ab;
	input [7:0] db_in;
	output [7:0] db_out;
	output reg [7:0] segment;
	output [3:0] timer;
	reg [7:0] db_out;
	reg [3:0] timer;
	input aen;
	input iow_n;
	input ior_n;
	output oe_n;
	output iocs16_n;
	input but1,but2,but3;
	input clk;
	output tx_data;
	input rx;
	output irq7;
	output irq11;
	wire clk_ser;
	wire clk_ser2;
	wire cs_serial;
	wire cs_rx;
	reg [7:0] tx_buf;
	reg [7:0] rx_buf;
	reg start_sig=1;
	reg start_sig_delay;
	reg start_sig_delay2;
	wire tx_start;
	wire [7:0] tx_buf_wire;
	wire reset_rx=1;
	wire [7:0] rx_data;
	wire data_strobe;
	wire rst1;
	wire rst2;
	wire cs1;
	wire cs2;
	assign cs1=((ab==10'h300)&&(aen==0))?1:0;
	assign cs2=((ab==10'h301)&&(aen==0))?1:0;
	assign iocs16_n=1;
	wire cs3;
	wire cs31;
	reg rst1_1=1;
	reg rst2_1=1;
	assign cs3=((ab==10'h302)&&(aen==0))?1:0;
	assign cs31=((ab==10'h303)&&(aen==0))?1:0;
	assign rst1 = rst1_1;
	assign rst2 = rst2_1;
	assign cs_serial=((ab==10'h305)&&(aen==0))?1:0;
	always@(posedge iow_n)
	begin
		if(cs1)
		begin
			segment <= db_in;
		end
		if(cs2)
		begin
			timer <= db_in[3:0];
		end
		if (cs3)
		begin 
			rst1_1 <= db_in[0];
		end
		if (cs31)
		begin 
			rst2_1 <= db_in[0];
		end
		if (cs_serial)
		begin 
			tx_buf <= db_in;
			start_sig <= ~start_sig;
		end
	end
	division3 div3_inst(clk,clk_ser);
	division4 div4_inst(clk,clk_ser2);
	always@ (posedge clk_ser)
	begin
		start_sig_delay <= start_sig;
		start_sig_delay2 <= start_sig_delay;
	end
	assign tx_start = start_sig_delay ^ start_sig_delay2;
	assign tx_buf_wire = tx_buf;
	uart_tx tx_inst(clk_ser, tx_buf_wire, tx_start, tx_data);
	uart_rx rx_inst(clk_ser2, reset_rx, rx_data, data_strobe, rx);
	always@ (negedge data_strobe)
	begin
		rx_buf <= rx_data;
	end
	assign cs_rx=((ab==10'h306)&&(aen==0))?1:0;
	wire cs11,cs12,cs13;
	assign cs11=((ab==10'h310)&&(aen==0))?1:0;
	assign cs12=((ab==10'h311)&&(aen==0))?1:0;
	assign cs13=((ab==10'h312)&&(aen==0))?1:0;
	wire cs21;
	wire cs22;
	assign cs21=((ab==10'h320)&&(aen==0))?1:0;
	assign cs22=((ab==10'h321)&&(aen==0))?1:0;
	assign oe_n=ior_n|((~cs11)&&(~cs21)&&(~cs22)&&(~cs_rx));
	wire[19:0] count;
	wire[19:0] count2;
	wire clk1;
	division div_inst1(clk,rst1,count,clk1);
	wire clk2;
	division2 div_inst2(clk,rst2,count2,clk2);
	assign irq7 = clk1;
	assign irq11= data_strobe;
	reg [7:0] clkcnt1=8'h0;
	always@ (posedge clk1)
	begin
		if (clkcnt1< 8'hff) 
		begin 
			clkcnt1 <= clkcnt1+1;
		end
		else 
			clkcnt1 <= 8'h0;
	end
	reg [7:0] clkcnt2=8'h0;
	always@ (posedge clk2)
	begin
		if (clkcnt2< 8'hff) 
		begin 
			clkcnt2 <= clkcnt2+1;
		end
		else 
			clkcnt2 <= 8'h0;
	end
	always@ (negedge ior_n)
	begin
		if (cs11) begin  db_out[0] <= but1;db_out[1] <= but2;db_out[2] <= but3; end
		if (cs21) 
		begin
			db_out <= clkcnt1;
		end
		if (cs22)
		begin 
			db_out <= clkcnt2;
		end
		if (cs_rx) db_out <= rx_buf;
	end
endmodule
`timescale 1ns / 1ps
module division(clk,rst,count,clk_odd);     
input        clk,rst;
output       clk_odd;
output[19:0] count;
reg          clk_odd;
reg[19:0]     count;
parameter    N = 10000;                     
    always @ (posedge clk)
      if(! rst)
        begin
          count <= 1'b0;
          clk_odd <= 1'b0;
        end
      else      
        if ( count < N/2-1)
          begin          
            count <= count + 1'b1;            
          end
        else
          begin        
            count <= 1'b0;
            clk_odd <= ~clk_odd;      
          end
endmodule
`timescale 1ns / 1ps
module division2(clk,rst,count,clk_odd);     
input        clk,rst;
output       clk_odd;
output[19:0] count;
reg          clk_odd;
reg[19:0]     count;
parameter    N = 1000000;                     
    always @ (posedge clk)
      if(! rst)
        begin
          count <= 1'b0;
          clk_odd <= 1'b0;
        end
      else      
        if ( count < N/2-1)
          begin          
            count <= count + 1'b1;            
          end
        else
          begin        
            count <= 1'b0;
            clk_odd <= ~clk_odd;      
          end
endmodule
`timescale 1ns / 1ps
module division3(clk,clk_odd);     
input        clk;
output clk_odd;
reg rst=1;
reg          clk_odd;
reg[19:0]     count;
parameter    N = 104;                     
    always @ (posedge clk)
      if(! rst)
        begin
          count <= 1'b0;
          clk_odd <= 1'b0;
        end
      else      
        if ( count < N/2-1)
          begin          
            count <= count + 1'b1;            
          end
        else
          begin        
            count <= 1'b0;
            clk_odd <= ~clk_odd;      
          end
endmodule
`timescale 1ns / 1ps
module division4(clk,clk_even); 
input        clk;
output       clk_even;
reg rst=1;
reg[3:0]     count1,count2;
reg          clkA,clkB;
wire         clk_even,clk_re;
parameter    N = 13;          
assign clk_re   = ~clk;
assign clk_even = clkA | clkB;
    always @(posedge clk)
      if(! rst)  
        begin
          count1 <= 1'b0;
          clkA <= 1'b0;          
        end
      else
        if(count1 < (N - 1))
         begin
         count1 <= count1 + 1'b1;            
            if(count1 == (N - 1)/2)
              begin
                clkA <= ~clkA;
              end                
          end          
        else
          begin
            clkA <= ~clkA;
            count1 <= 1'b0;
          end          
always @ (posedge clk_re)
    if(! rst)
      begin
        count2 <= 1'b0;
        clkB <= 1'b0;
      end
    else
      if(count2 < (N - 1))
        begin
          count2 <= count2 + 1'b1;            
            if(count2 == (N - 1)/2)
              begin
                clkB <= ~clkB;
              end                
        end          
      else
        begin
          clkB <= ~clkB;
          count2 <= 1'b0;
        end          
endmodule
`timescale 1ns / 1ps
module uart_rx(clk, reset, rx_data, data_strobe, rx);
input clk;
input reset;
input rx;
output [7:0] rx_data;
output reg data_strobe;
reg start_rx;
reg [7:0] rx_data;
reg [7:0] cnt_rx_reg1;
reg rx0, rx1, rx2, rx3, rx4, rx5, rx6;
wire start_bit_detected;
always@ (posedge clk or negedge reset)
begin
	if (!reset)
	begin
		rx0 <= 1'b0;
		rx1 <= 1'b0;
		rx2 <= 1'b0;
		rx3 <= 1'b0;
		rx4 <= 1'b0;
		rx5 <= 1'b0;
		rx6 <= 1'b0;
	end
	else 
	begin
		rx0 <= rx;
		rx1 <= rx0;
		rx2 <= rx1;
		rx3 <= rx2;
		rx4 <= rx3;
		rx5 <= rx4;
		rx6 <= rx5;
	end
end
assign start_bit_detected = (rx6)&(rx5)&(~rx4)&(~rx3)&(~rx2)&(~rx1)&(~rx0);
always@ (posedge clk or negedge reset)
begin
	if (!reset)
	begin
		data_strobe <= 1'b0;
		start_rx <= 1'b0;
	end
	else 
	begin
		if (start_bit_detected &&(~start_rx))
		begin
			data_strobe <= 1;
			cnt_rx_reg1 <= 8'd0;
			start_rx <= 1;
		end
		if (start_rx)
		begin
			cnt_rx_reg1 <= cnt_rx_reg1 +1;
			if (cnt_rx_reg1 == 8'd7) rx_data[0] <= rx;
			else if (cnt_rx_reg1 == 8'd15) rx_data[1] <= rx;
			else if (cnt_rx_reg1 == 8'd23) rx_data[2] <= rx;
			else if (cnt_rx_reg1 == 8'd31) rx_data[3] <= rx;
			else if (cnt_rx_reg1 == 8'd39) rx_data[4] <= rx;
			else if (cnt_rx_reg1 == 8'd47) rx_data[5] <= rx;
			else if (cnt_rx_reg1 == 8'd55) rx_data[6] <= rx;
			else if (cnt_rx_reg1 == 8'd63) rx_data[7] <= rx;
			else if (cnt_rx_reg1 == 8'd64) 
			begin
				start_rx <= 0;
				data_strobe <= 0;
			end
		end
	end
end
endmodule
`timescale 1ns / 1ps
module uart_tx(BaudTick, TxD_data, TxD_start, TxD);
input BaudTick;
input [7:0] TxD_data;
input TxD_start;
output TxD;
reg [3:0] state;
reg muxbit;
always @(posedge BaudTick)
case(state)
	4'b0000: if(TxD_start) state <= 4'b0100;
	4'b0100:  state <= 4'b1000;  
	4'b1000:  state <= 4'b1001;  
	4'b1001:  state <= 4'b1010;  
	4'b1010:  state <= 4'b1011;  
	4'b1011:  state <= 4'b1100;  
	4'b1100:  state <= 4'b1101;  
	4'b1101:  state <= 4'b1110;  
	4'b1110:  state <= 4'b1111;  
	4'b1111:  state <= 4'b0001;  
	4'b0001:  state <= 4'b0010;  
	4'b0010:  state <= 4'b0000;  
	default:  state <= 4'b0000;
endcase 
always @(state[2:0])
case(state[2:0])
	0: muxbit <= TxD_data[0];
	1: muxbit <= TxD_data[1];
	2: muxbit <= TxD_data[2];
	3: muxbit <= TxD_data[3];
	4: muxbit <= TxD_data[4];
	5: muxbit <= TxD_data[5];
	6: muxbit <= TxD_data[6];
	7: muxbit <= TxD_data[7];
endcase
assign TxD = (state<4) | (state[3] & muxbit);
endmodule
==> design/flow/run.sh <==
#!/bin/bash
# OpenROAD 26Q1-2900-gdf79404cd8, Yosys 0.63+post, stock flow scripts
make -C /OpenROAD-flow-scripts/flow DESIGN_CONFIG=/design/flow/config.mk WORK_HOME=/design/flow/orfs finish
==> design/flow/config.mk <==
export PLATFORM = sky130hd
export DESIGN_NAME = clocknew
export DESIGN_NICKNAME = clocknew
export VERILOG_FILES = /design/flow/design.v
export SDC_FILE = /design/flow/constraint.sdc
export NUM_CORES = 4
export LEC_CHECK = 1
export CORE_UTILIZATION = 50
==> design/flow/constraint.sdc <==
current_design clocknew

set clk_period 4.0
set clk_io_pct 0.2

create_clock -name clk0 -period $clk_period [get_ports {clk}]
create_clock -name clk1 -period $clk_period [get_ports {ior_n}]
create_clock -name clk2 -period $clk_period [get_ports {iow_n}]

set non_clock_inputs [all_inputs -no_clocks]
set_input_delay [expr $clk_period * $clk_io_pct] -clock clk0 $non_clock_inputs
set_output_delay [expr $clk_period * $clk_io_pct] -clock clk0 [all_outputs]
==> summary.txt <==
From the run reports.

- The power per cell area reads 319 nW/µm².
- The worst max-slew margin expressed relative to the limit is 47.1%.
- The dominant register cell reads dfxtp_1.
- The fraction of layout instances using a drive strength above 1 is 8.76%.
- The post-synth count of flops with an enable pin is 54.
- The die span in x is 113 µm.
- The largest vdd supply drop is 0.326 mV.
- The detailed router's first-iteration violation count is 212.
- The critical path's top delay family is buffers and inverters.
- The HPWL after detailed placement reads 7320 µm.
- Entering global routing, the biggest net connects 26 pins.
- According to the report, the first pass of detailed routing completed in 4 iterations.
- The routed design uses 4540 µm of met2 wire.
- Among all stages on the critical path, the maximum delay recorded is 0.48 ns.
- The area of the mapped netlist reads 6180 µm².
- The number of fill cells reads 981.
- The total number of placement rows is 40.
- The final design area excluding fillers is 7500 µm².
- The number of cells in the yosys synthesis report reads 561.
- For the final routed database, the setup TNS stands at 0 ns.
- The clock-pin slew on the worst setup and hold paths reads 0.05 ns.
- The post-synthesis to final-layout area growth reads 21.4%.
- In this run the maximum-capacitance check reported violations numbering 0.
- The total met3 wirelength after detailed routing is 453 µm.
- The startpoint of the worst setup timing path is db_out[5]$_DFFE_NP_.
- The overall track demand over capacity in global routing reads 17.9%.
- The global route stage reports its total congestion overflow as 0.
- The final core utilization reads 62.5%.
- The critical path buffer and inverter count is 1.
- The number of inserted diodes is 0.
- The number of register pins that no clock reaches is 55.
- The OpenROAD warning count reads 45.
- The final estimated routing congestion in global placement is 0.800.
- The uppermost layer routed reads met4.
- The launch point of the worst register-to-register path is recorded as div_inst2.count[12]$_SDFF_PN0_.
- The number of stages on the worst setup path is 1.
- The cell count after synthesis reads 561.
- The non-filler instance count after layout is 809.
- The synthesis warning total reads 7.
- Setup repair after global routing left no endpoint under its margin.
- The final number of max-transition violations is 0.
- The flow ran to the end, and the final reports show no timing, DRC or antenna violations.
- The cell with the largest stage delay on the worst path is clkdlybuf4s50_1.
- Leaving out fill and tap cells, the most frequent cell in the layout is dfxtp_1.
- The worst hold slack across all endpoints reads 0.436 ns.
- The mean area per synthesized cell reads 11.0 µm².
- The remaining routing DRC violations is 0.
- TritonCTS built the clock tree.
- The capture point of the worst register-to-register path is recorded as div_inst2.count[11]$_SDFF_PN0_.
- The count of endpoints without a timing constraint is 76.
- The required arrival time at the worst endpoint is 3.20 ns.
- The number of synthesized register bits is 159.
- The count of cells along the worst register-to-register path reads 4.
- The global-route wire length before repair reads 17700 µm.
- The pin closest to its max-slew limit shows a slew of 0.790 ns.
- The maximum net fanout on the critical path is 1.
- The netlist uses 57 different library cells.
- The tally of buffers added on design ports is 47.
- The portion of the post-synthesis area used by sequential elements reads 60.2%.
- The type of origin of the critical path reads a flip-flop.
- The final setup violation count is 0.
- The die outline area reads 12800 µm².
- In this run the count of I/O pins placed on the die edge is 51.
- The arrival time reported for the critical path endpoint is 3.14 ns.
- The quantity of hold-fixing buffers added after cts reads 0.
- The maximum clock skew at final layout reads 0.0115 ns.
- The endpoint kind of the worst setup timing path is an output pin.
- The kind of critical path reads reg2out.
- The number of placed instances with taps included reads 772.
- The worst hold-check path type reads reg2reg.
- The script extracted a total leakage power of 0.00284 µW.
- STA reports a reg2reg setup slack of 2.22 ns.
- The total length of routed wires is 10200 µm.
- Detailed routing inserted a total of 4176 vias.
- In this run the critical path is formed by clkdlybuf4s50_1.
- The effective utilization at floorplan reads 51.5%.
- The number of antenna violations at the first check in global routing is 0.
- The capture point of the critical path was reported as db_out[5].
- In the final routed layout, each cell accounts on average for 12.6 µm.
- The post-placement cell area reads 6940 µm².
- The number of global-route vias before repair reads 3927.
- By instance count after routing, the leading logic cell types are dfxtp_1, nor2_1, edfxtp_1.
- The yosys stat chip area is 6180 µm².
- The met1 routed wirelength after detailed routing is 5090 µm.
- The number of nets still failing antenna checks after routing is 0.
- The die outline height is 113 µm.
- In the synthesized netlist the async set-or-reset flop fraction comes to 0%.
- The number of failing hold endpoints at the final stage is 0.
- The via density per instance reads 5.16.
- Along the worst hold path, the cell count comes to 1.
- The placeable core region reads 12000 µm².
## routing by layer
metal | GRT usage [%] | vias up
met5 | 0 | -
met4 | 2.28 | 0
met3 | 4.20 | 14
met2 | 26.5 | 70
met1 | 29.9 | 1945
li1 | - | 2147
## cell type report
type | instances | area (µm²) | share of cell area [%]
well taps | 147 | 184 | 2.45
repair buffers | 60 | 597 | 7.95
clock buffers | 19 | 417 | 5.55
multi-input cells | 378 | 2370 | 31.6
flip-flops and latches | 159 | 3720 | 49.6
clock inverters | 20 | 113 | 1.50
inverters | 26 | 97.6 | 1.30
## sequential cells by signal, indices dropped and copies added, names as in the netlist, 4 cells and up
name and count:
tx_inst.state 4, div3_inst.count 20, div4_inst.count1 4, timer 4, clkcnt2 8, div_inst1.count 20
rx_buf 8, clkcnt1 8, db_out 8, div4_inst.count2 4, segment 8, rx_inst.cnt_rx_reg1 8
rx_inst.rx_data 8, div_inst2.count 20, tx_buf 8
## logic make-up after synthesis
group / count (synthesis) / synth area share (%)
simple gates: 232 / 19.9
flops: 159 / 60.2
compound gates: 53 / 5.40
buf+inv: 45 / 3.32
xor+xnor: 44 / 6.23
mux: 15 / 2.55
fa+ha+maj: 11 / 2.23
other cells: 2 / 0.121
## synthesized netlist by cell type, types with 6 or more instances
library cell  count  share of area (%)
and3_1            8               0.81
nand3_1          22                1.8
nand4_1          16                1.6
mux2_2            6                1.1
nand2_1          35                2.1
mux2i_1           9                1.5
dfxtp_1         105                 34
clkbuf_1          9               0.55
edfxtp_1         54                 26
xor2_1           19                2.7
a21oi_1          13                1.1
ha_1             11                2.2
nor3_1           32                2.6
nor2b_1           9               0.91
o21ai_0          18                1.5
nor2_1           58                3.5
xnor2_1          25                3.5
inv_1            27                1.6
nor4_1            9               0.91
and2_1            9               0.91
or3_1             6               0.61
## metrics by stage
stage | setup WS [ns] | power (µW)
5_1_grt | 0.0119 | 2500
3_3_place_gp | -0.330 | 1210
3_5_place_dp | -0.346 | 1210
2_1_floorplan | 0.0351 | 1180
6_report | 0.0578 | 2390
4_1_cts | 0.000876 | 2420
## power breakdown
group          total (µW)  internal, µW  leakage [µW]  switching [µW]
Clock                1230           800      0.000313             426
Combinational        52.8          30.9       0.00115            21.9
Sequential           1110          1110       0.00138            5.44
## worst min path at each step
stage | to | slack, ns | startpoint
finish | div3_inst.count[0]$_SDFF_PP0_ | 0.44 | div3_inst.count[0]$_SDFF_PP0_
global route | div_inst2.count[0]$_SDFF_PN0_ | 0.47 | div_inst2.count[0]$_SDFF_PN0_
CTS | div3_inst.count[0]$_SDFF_PP0_ | 0.44 | div3_inst.count[0]$_SDFF_PP0_
## timing repair
item / CTS / global route
cloned: 0 / 0
buffers inserted: 0 / 1
endpoints found under the setup margin: 13 / 15
resized: 8 / 11
pin swaps: 4 / 2
No activity file was given, so power comes from the tool's default toggle rates.
